[/design/flow/config.mk]
export PLATFORM = sky130hd
export DESIGN_NAME = unidade_controle
export DESIGN_NICKNAME = unidade_controle
export VERILOG_FILES = /design/flow/design.v
export SDC_FILE = /design/flow/constraint.sdc
export NUM_CORES = 4
export LEC_CHECK = 1
export CORE_AREA = 10 10 73 73
export DIE_AREA = 0 0 83 83
[/design/flow/constraint.sdc]
current_design unidade_controle

set clk_period 1.0
set clk_io_pct 0.2

create_clock -name clk0 -period $clk_period [get_ports {clock}]

set non_clock_inputs [all_inputs -no_clocks]
set_input_delay [expr $clk_period * $clk_io_pct] -clock clk0 $non_clock_inputs
set_output_delay [expr $clk_period * $clk_io_pct] -clock clk0 [all_outputs]
[/design/flow/design.v]
`timescale 1ns / 1ps
module memoria_programa(
    input wire [7:0] endereco,     
    output reg [7:0] dado         
);
    reg [7:0] ROM [0:127];         
    initial begin
        ROM[0] = 8'h86;  
        ROM[1] = 8'hAA;  
        ROM[2] = 8'h96;  
        ROM[3] = 8'hE0;  
        ROM[4] = 8'h20;  
        ROM[5] = 8'h00;  
    end
    always @(*) begin
        if (endereco <= 127)
            dado = ROM[endereco];
        else
            dado = 8'h00;  
    end
endmodule
module memoria_dados(
    input wire clock,             
    input wire write,             
    input wire [7:0] endereco,    
    input wire [7:0] dado_in,     
    output reg [7:0] dado_out     
);
    reg [7:0] RAM [128:223];      
    always @(posedge clock) begin
        if (write && (endereco >= 128 && endereco <= 223))
            RAM[endereco] <= dado_in;  
        else if (!write && (endereco >= 128 && endereco <= 223))
            dado_out <= RAM[endereco];  
    end
endmodule
module registrador(
    input wire clock,
    input wire reset,
    input wire enable,
    input wire [7:0] dado_in,
    output reg [7:0] dado_out
);
    always @(posedge clock or negedge reset) begin
        if (!reset)
            dado_out <= 8'h00;  
        else if (enable)
            dado_out <= dado_in;  
    end
endmodule
module registrador_flags(
    input wire clock,
    input wire reset,
    input wire [7:0] flags_in,
    output reg [7:0] flags_out
);
    always @(posedge clock or negedge reset) begin
        if (!reset)
            flags_out <= 8'h00;  
        else
            flags_out <= flags_in;  
    end
endmodule
module alu(
    input wire [7:0] A,         
    input wire [7:0] B,         
    input wire [3:0] operacao,  
    output reg [7:0] resultado,  
    output reg [7:0] flags       
);
    reg carry_out;
    reg parity;
    always @(*) begin
        case (operacao)
            4'h0: {carry_out, resultado} = A + B;     
            4'h1: {carry_out, resultado} = A - B;     
            4'h2: resultado = A & B;                 
            4'h3: resultado = A | B;                 
            4'h4: resultado = A ^ B;                 
            4'h5: resultado = ~A;                    
            4'h6: resultado = A << 1;                
            4'h7: resultado = A >> 1;                
            4'h8: resultado = A * B;                 
            4'h9: resultado = (B != 0) ? A / B : 8'hFF;  
            4'hA: resultado = (B != 0) ? A % B : 8'hFF;  
            4'hB: resultado = (A == B) ? 8'h01 : 8'h00;  
            4'hC: resultado = A & ~(1 << B);         
            4'hD: resultado = A | (1 << B);         
            default: resultado = 8'h00;                 
        endcase
        flags[7] = resultado[7];  
        flags[6] = (resultado == 8'h00);  
        flags[5] = carry_out;  
        flags[4] = ^resultado;  
        flags[3] = 0;  
        flags[2] = 0;  
        flags[1] = (operacao == 4'b0000 && ((A[7] & B[7] & ~resultado[7]) || (~A[7] & ~B[7] & resultado[7])));  
        flags[0] = 0;  
    end
endmodule
module multiplexador(
    input wire [7:0] entrada0,
    input wire [7:0] entrada1,
    input wire [7:0] entrada2,
    input wire [1:0] selecao,
    output reg [7:0] saida
);
    always @(*) begin
        case (selecao)
            2'b00: saida = entrada0;
            2'b01: saida = entrada1;
            2'b10: saida = entrada2;
            default: saida = 8'h00;
        endcase
    end
endmodule
module unidade_controle(
    input wire clock,
    input wire reset,
    input wire [7:0] IR,           
    input wire [7:0] NZVC,         
    output reg [1:0] bus1_sel,    
    output reg [1:0] bus2_sel,    
    output reg [3:0] alu_sel,     
    output reg PC_inc,            
    output reg PC_load,           
    output reg MAR_load,          
    output reg IR_load,           
    output reg A_load,            
    output reg B_load,            
    output reg CCR_load,          
    output reg write              
);
    always @(posedge clock or negedge reset) begin
        if (!reset) begin
            bus1_sel <= 2'b00;
            bus2_sel <= 2'b00;
            alu_sel <= 4'h0;
            PC_inc <= 0;
            PC_load <= 0;
            MAR_load <= 0;
            IR_load <= 0;
            A_load <= 0;
            B_load <= 0;
            CCR_load <= 0;
            write <= 0;
        end else begin
            case (IR[7:4])
                4'h0: begin  
                    PC_inc <= 1;
                end
                4'h1: begin  
                    bus1_sel <= IR[3:2];
                    bus2_sel <= IR[1:0];
                    A_load <= 1;
                    PC_inc <= 1;
                end
                4'h2: begin  
                    alu_sel <= 4'h0;
                    A_load <= 1;
                    CCR_load <= 1;
                    PC_inc <= 1;
                end
                4'h3: begin  
                    alu_sel <= 4'h1;
                    A_load <= 1;
                    CCR_load <= 1;
                    PC_inc <= 1;
                end
                4'h4: begin  
                    alu_sel <= 4'h8;
                    A_load <= 1;
                    CCR_load <= 1;
                    PC_inc <= 1;
                end
                4'h5: begin  
                    alu_sel <= 4'h9;
                    A_load <= 1;
                    CCR_load <= 1;
                    PC_inc <= 1;
                end
                4'h6: begin  
                    PC_load <= 1;
                end
                4'h7: begin  
                    if (NZVC[6])  
                        PC_load <= 1;
                end
                4'h8: begin  
                    MAR_load <= 1;
                    PC_inc <= 1;
                end
                4'h9: begin  
                    PC_load <= 1;
                end
                4'hA: begin  
                    alu_sel <= 4'h2;
                    A_load <= 1;
                    CCR_load <= 1;
                    PC_inc <= 1;
                end
                4'hB: begin  
                    alu_sel <= 4'h3;
                    A_load <= 1;
                    CCR_load <= 1;
                    PC_inc <= 1;
                end
                4'hC: begin  
                    alu_sel <= 4'h4;
                    A_load <= 1;
                    CCR_load <= 1;
                    PC_inc <= 1;
                end
                4'hD: begin  
                    alu_sel <= 4'h5;
                    A_load <= 1;
                    CCR_load <= 1;
                    PC_inc <= 1;
                end
                4'hE: begin  
                    alu_sel <= 4'h6;
                    A_load <= 1;
                    CCR_load <= 1;
                    PC_inc <= 1;
                end
                4'hF: begin  
                    alu_sel <= 4'h7;
                    A_load <= 1;
                    CCR_load <= 1;
                    PC_inc <= 1;
                end
                default: begin
                    PC_inc <= 1;
                end
            endcase
        end
    end
endmodule
module processador_8bits(
    input wire clock,
    input wire reset,
    input wire [7:0] entrada,
    output wire [7:0] saida
);
    wire [7:0] endereco_mem;
    wire [7:0] dado_para_mem;
    wire [7:0] dado_mem;
    wire [1:0] bus1_sel;
    wire [1:0] bus2_sel;
    wire [3:0] alu_sel;
    wire PC_inc, PC_load, MAR_load, IR_load, A_load, B_load, CCR_load, write;
    wire [7:0] NZVC;  
    memoria_programa rom(
        .endereco(endereco_mem),
        .dado(dado_mem)
    );
    memoria_dados ram(
        .clock(clock),
        .write(write),
        .endereco(endereco_mem),
        .dado_in(dado_para_mem),
        .dado_out(dado_mem)
    );
    porta_saida porta_out(
        .clock(clock),
        .reset(reset),
        .endereco(endereco_mem),
        .dado_in(dado_para_mem),
        .write(write),
        .dado_out(saida)
    );
    caminho_dados datapath(
        .clock(clock),
        .reset(reset),
        .bus1_sel(bus1_sel),
        .bus2_sel(bus2_sel),
        .alu_sel(alu_sel),
        .dado_mem(dado_mem),
        .endereco_mem(endereco_mem),
        .dado_para_mem(dado_para_mem)
    );
    unidade_controle control_unit(
        .clock(clock),
        .reset(reset),
        .IR(datapath.IR),        
        .NZVC(NZVC),             
        .bus1_sel(bus1_sel),
        .bus2_sel(bus2_sel),
        .alu_sel(alu_sel),
        .PC_inc(PC_inc),
        .PC_load(PC_load),
        .MAR_load(MAR_load),
        .IR_load(IR_load),
        .A_load(A_load),
        .B_load(B_load),
        .CCR_load(CCR_load),
        .write(write)
    );
endmodule
[/design/flow/run.sh]
#!/bin/bash
# OpenROAD 26Q1-2900-gdf79404cd8, Yosys 0.63+post, stock flow scripts
make -C /OpenROAD-flow-scripts/flow DESIGN_CONFIG=/design/flow/config.mk WORK_HOME=/design/flow/orfs finish
==> results.py <==
# Generated from Yosys and OpenROAD reports
metrics = {
    "outcome": {
        "status": "finished clean",
    },
    "timing": {
        "max_freq_mhz": 1030,
        "finalHoldViolCount": 0,
        "fin_crit_ns": 0.973,
        "skew_ns": 0,
        "setup_tns_ns": 0,
        "fin_crit_sh": 0.973,
        "grt_setup_unrepaired": "false",
        "slew_violations": 0,
        "finalSetupViolations": 0,
    },
    "global_routing": {
        "grt_pass1_wl_um": 2650,
        "track_usage": 0.0458,
        "antenna_found_initial": 0,
        "grt-ovfl-total": 0,
        "grt_max_degree": 14,
        "grt_pass1_vias": 517,
    },
    "drt": {
        "dr_total_vias": 472,
        "routed_wl_um": 1580,
        "drt_iter0_drc": 7,
        "n_antenna_cell": 0,
        "drtAntennaViolNets": 0,
        "wl_per_cell_um": 11.7,
        "viasPerCell": 3.50,
        "dr.pass1.iters": 2,
        "drc": 0,
    },
    "placed_design": {
        "io_buffers": 23,
        "dp.cells": 127,
        "gp_congestion": 0.768,
        "hpwl_um": 1260,
        "placed_cell_area_um2": 932,
    },
    "power_and_ir_drop": {
        "peakVddDrop_mv": 0.300,
        "power.total_uw": 1310,
        "p_leak_uw": 0.000456,
        "power_density_nw_per_um2": 1360,
    },
    "layout": {
        "layout-drive-gt1-share": 0.517,
        "stdcell_count": 135,
        "design_area_um2": 965,
        "syn_to_final_growth_pct": 70.2,
    },
    "logic_synthesis": {
        "synth_area_um2": 567,
        "top_area_cell": "dfrtp_1",
        "top_cells_by_area": "dfrtp_1, mux2_1, a22o_1",
        "ff_type": "dfrtp_1",
        "synth_top_cell_by_count": "dfrtp_1",
        "netlist.area_leader.share": 0.574,
        "synth-edff-count": 0,
        "ys_cells": 45,
        "async_reset_ff_frac": 1.00,
        "yosysWarnings": 1,
        "synth_flops": 13,
        "yosysSeqAreaShare": 0.574,
        "top_cells_by_count": "dfrtp_1, mux2_1, a22o_1, buf_4, inv_1",
        "synth.distinct_cells": 18,
        "syn_avg_cell_area_um2": 12.6,
        "syn_inst": 45,
        "ys_area_um2": 567,
    },
    "worst_setup_path": {
        "endpoint_kind": "flip-flop",
        "cp_max_fo": 5,
        "setup.worst_path.class": "in -> reg",
        "required_ns": 1.12,
        "startpoint_type": "input pin",
        "worstPathArrival_ns": 1.09,
    },
    "clock_tree": {
        "cts_tree": "yes",
        "postCtsHoldBufs": 0,
        "root_buffer": "clkbuf_8",
        "clk_pin_slew_ns": 0.05,
        "cts_sinks": 13,
        "clk_latency_ns": 0.24,
        "cts_buffers": 3,
        "cts_max_level": 1,
        "clock_tree.buffer_depth": 2,
    },
    "floorplan": {
        "chipWidth_um": 83,
        "dieHeight_um": 83,
        "coreArea_um2": 3740,
        "rows": 22,
        "die_area_um2": 6890,
        "ioPinCount": 34,
        "fp_util": 0.151,
    },
    "flow_run": {
        "cap_viol_max_count": 0,
        "tool_warnings": 33,
    },
    "min_path": {
        "hold_class": "in -> async",
    },
}
## metrics by stage
stage	hold slack (ns)	utilization	worst slack (ns)
3_5_place_dp	0.463	0.249	-0.584
3_3_place_gp	0.453	0.249	-0.590
4_1_cts	0.272	0.268	0.00524
2_1_floorplan	-0.0956	-	-0.00774
6_report	0.268	0.258	0.0265
5_1_grt	0.286	0.258	0.000592
## routing by layer
| metal | part of all wire | GRT usage |
|---|---|---|
| met1 | 0.45 | 0.0553 |
| met4 | 0 | 0.00462 |
| met2 | 0.46 | 0.0726 |
| met3 | 0.088 | 0.0246 |
| met5 | 0 | 0 |
## cell usage in the layout (no fill, tap or decap), drive strengths merged, types with 3 or more instances in the layout
master         count
dfrtp             13
inv                3
clkbuf            10
clkdlybuf4s50      6
a22o               3
a21o               3
buf               25
mux2               5
conb               3
## registers in the layout, indices dropped and copies added, names as in the netlist
signal	flops
PC_inc	1
MAR_load	1
A_load	1
CCR_load	1
alu_sel	4
bus2_sel	2
bus1_sel	2
PC_load	1
## power by group
part           internal [µW]  switching [µW]
Combinational            163            79.8
Clock                    281             176
Sequential               579            30.9
## final timing paths
| check | from | endpoint | slack (ns) | cells after the start |
|---|---|---|---|---|
| hold / removal | reset | PC_load | 0.27 | 2 |
| min in group clk0 | IR[4] | MAR_load | 0.33 | 3 |
| hold reg to reg | CCR_load | CCR_load | 0.47 | 1 |
| setup / recovery | IR[6] | bus2_sel[1] | 0.03 | 4 |
| max in group asynchronous | reset | CCR_load | 0.57 | 2 |
| setup reg to reg | PC_load | PC_load | 0.10 | 2 |
## cell type report
class                           count  area (µm²)
Sequential cell                    13         325
Timing Repair Buffer               39         285
Fill cell                         407        2780
Tap cell                           48        60.1
Inverter                            3        11.3
Multi-Input combinational cell     28         238
Clock buffer                        4        45.0
## worst max-delay path: stages
cell	delay (ns)
clkdlybuf4s15_2	0.24
nor3_4	0.23
buf_6	0.13
mux2_4	0.29
## kinds of logic (layout without fill, tap and decap cells)
logic type,count (synthesis),in the layout,synth area share
multiplexers,5,5,0.0993
AND-OR/OR-AND,11,11,0.141
AND/OR/NAND/NOR,9,9,0.119
flip-flops,13,13,0.574
other,1,3,0.00662
buffers and inverters,6,46,0.0596
## repair_timing
item,4_1_cts,5_1_grt
buffers inserted,6,1
endpoints found under the setup margin,26,12
pin swaps,3,1
resized,54,6
No activity file was given, so power comes from the tool's default toggle rates.
